==> /design/flow/run.sh <==
#!/bin/bash
# OpenROAD 26Q1-2900-gdf79404cd8, Yosys 0.63+post, stock flow scripts
make -C /OpenROAD-flow-scripts/flow DESIGN_CONFIG=/design/flow/config.mk WORK_HOME=/design/flow/orfs finish
==> /design/flow/config.mk <==
export PLATFORM = sky130hd
export DESIGN_NAME = ram
export DESIGN_NICKNAME = ram
export VERILOG_FILES = /design/flow/design.v
export SDC_FILE = /design/flow/constraint.sdc
export NUM_CORES = 4
export LEC_CHECK = 1
export CORE_UTILIZATION = 30
==> /design/flow/constraint.sdc <==
current_design ram

set clk_period 53.6
set clk_io_pct 0.2

create_clock -name clk0 -period $clk_period [get_ports {clk}]

set non_clock_inputs [all_inputs -no_clocks]
set_input_delay [expr $clk_period * $clk_io_pct] -clock clk0 $non_clock_inputs
set_output_delay [expr $clk_period * $clk_io_pct] -clock clk0 [all_outputs]
==> /design/flow/design.v <==
module ram #(parameter N = 6, M = 32)(
    input logic clk,
    input logic wr,
    input logic [N-1:0] addr,
    input logic [M-1:0] din,
    output logic [M-1:0] dout
);
logic [M-1:0] ram [2**N-1:0];
always_ff @(posedge clk) begin
    if (wr)
        ram[addr] <= din;
end
assign dout = ram[addr];
endmodule
==> run notes <==
run results: status=completed, Data arrival, critical path=roughly 16 ns, Hold WC Path Type=in -> reg, Largest cells by area=edfxtp_1 (79%), mux2i_1 (3.3%), mux4_2 (2.8%), Fill cells=roughly 24k, Worst slew margin=between 10% and 20%, grt ovf=0, GRT met3 Usage=13.97%, DR vias=41.99k, RSZ-0062 raised after global routing=false, TritonCTS clock tree=yes, Resized cells post-CTS=0, first-pass GRT wire length=311400 um, synthesized area=0.07829 mm2, met2 Use GR=25.36%, starting density of the core=30.17%, share of cells above drive strength 1=17.92%, count of library flops with an enable pin=2048, Root Buffer=clkbuf_16, Clock Tree Buf Depth=3, post-cts hold buffer count=0, chip area=0.2630 mm2, Worst VDD drop=0.00003646 V, DRT Wirelength=between 200000 and 250000 um, Setup TNS=0 ns, Seq pwr share=approximately 55%, H-Tree Depth=4, antenna cells=0, number of vias per cell=5.316, switching share of power=21.49%, CTS buffer count=186, I/O pin count=a little over 70, Synthesized registers=roughly 2.0k, Largest regs=ram x2048, Post-DRT Antenna Nets=0, DIE HEIGHT=around 510 um, clock-pin slew on the worst setup and hold paths=0.06 ns, Final Hold Slack=10.13 ns, Max FO, Critical Path=67, CP startpoint kind=primary input, largest net degree at the start of global routing=100, Setup crit end kind=output port, CP Class=in -> out, initial drt markers=3020, core area=0.2595 mm2, width of the die=512.8 um, Log Warnings=26, period utilisation layout=just under 50%, max reg flops=2048, Yosys top cell by area=edfxtp_1, ys async rst share=0%, # DRC=0, GR Util met1=19.91%, Power Dens Cells=approximately 36 mW/mm2, worst slew pin tran=between 1 and 1.5 ns, endpoints failing hold=0, hpwl dp=~120000 um, Clock power frac=39.4%, Seq share, synth=78.56%, initial antenna violation count=5, Buffers on Ports=between 70 and 80, CP required=roughly 43 ns, Total Routing Usage GR=17.50%, Netlist cell types=55, ys flop type=edfxtp_1, WL/cell=27.35 um, setup bufs post-CTS=0, Fmax=37.56 MHz, worst hold start=din[22], post-synthesis cell count=4207, yosys warns=1, vias in the first global route=approximately 44k, GP Congestion=0.8856, num rows=187, Yosys Chip Area=0.07829 mm2, max-cap violations=0, gr busiest metal=met2, post-synth top area share=about four fifths, Final Total Pwr=3218 uW, minimum clock period=26.62 ns, Area Growth Syn to Fin=14.32%, Switching Power=691.5 uW, Gate power share=5.5%, Post-Syn Area per Cell=18.61 um2, # Cells Yosys=4207, origin of the worst setup path=addr[1], clk sinks=2048, most flop-heavy register=ram, Power Internal=about 2500 uW, fin. max-slew vios=0, drt first pass iters=7, Lkg Pwr=0.02799 uW, Top cell excl fill/tap=edfxtp_1, most numerous logic cells after layout=edfxtp_1 (2048), mux2i_1 (259), clkbuf_16 (189), a22oi_1 (188), buf_4 (186), Setup violations, final=0
worst max-delay path, stage by stage:
cell	delay (ns)
buf_8	0.44
buf_4	0.52
nand2b_2	0.20
buf_4	0.37
buf_4	0.61
nor2_2	0.25
buf_4	0.30
a22oi_1	0.21
a31oi_1	0.17
a2111oi_0	1.04
nand3_1	0.34
clkdlybuf4s50_1	0.51
power by group through the flow:
| stage | registers [uW] | logic (uW) | clock network (uW) |
|---|---|---|---|
| CTS | 1780 | 178 | 1290 |
| global route | 1780 | 189 | 1350 |
| finish | 1780 | 176 | 1270 |
stage by stage:
| stage | setup WS [ns] | area [um2] | instances | utilization [%] |
|---|---|---|---|---|
| detailed placement | 26.91 | 83810 | 7569 | 32.30 |
| floorplan | 30.05 | 78290 | 4207 | - |
| CTS | 26.92 | 89500 | 7899 | 34.49 |
| global placement | 26.93 | 83810 | 7569 | 32.30 |
| finish | 26.98 | 89500 | 7899 | 34.49 |
| global route | 26.80 | 89500 | 7899 | 34.49 |
area by class of cell:
cell class,instances,area (um2),area share (%)
flip-flops and latches,2048,61500,68.72
clock buffers,231,4887,5.461
inverters,2,15.01,0.01678
repair buffers,258,1982,2.215
clock inverters,99,799.5,0.8934
multi-input cells,1859,16060,17.94
well taps,3402,4257,4.756
cells in the mapped netlist, drive strengths merged (5+ instances only):
cell / count
a221oi: 175
nand2b: 18
a22oi: 188
a22o: 66
o2bb2ai: 15
nand2: 28
o21ai: 85
mux4: 96
mux2i: 259
and2: 5
a222oi: 16
o221ai: 6
a21oi: 121
or4b: 14
nor2b: 8
a31oi: 43
a211oi: 17
and3: 85
nand3: 54
nor3: 22
nor4: 14
a221o: 15
mux2: 147
nor2: 145
a2111oi: 15
or4: 15
edfxtp: 2048
o22ai: 93
o22a: 70
clkbuf: 169
buf: 129
kinds of logic after synthesis:
family	share of synthesized area [%]
buf+inv	1.696
simple gates	2.829
flops	78.56
mux	8.188
compound gates	8.733
worst paths after layout:
check	endpoint	slack (ns)	cells after the start
worst min-delay path	ram[62][22]$_DFFE_PP_	10.13	1
worst max-delay path	dout[4]	26.98	12
layer usage:
metal	vias up	routed length (um)
met5	-	109
met2	2816	97170
li1	17860	-
met1	20920	73250
met3	385	38180
met4	8	7320
Power is estimated from default activity; no workload was simulated.
