### design/flow/config.mk
export PLATFORM = sky130hd
export DESIGN_NAME = adder_subtractor
export DESIGN_NICKNAME = adder_subtractor
export VERILOG_FILES = /design/flow/design.v
export SDC_FILE = /design/flow/constraint.sdc
export NUM_CORES = 4
export LEC_CHECK = 1
export CORE_AREA = 10 10 70 70
export DIE_AREA = 0 0 80 80
### design/flow/design.v
`timescale 1ns/1ps
module adder_subtractor 
#(parameter n = 4) (
    input logic[n-1:0] a,b,
    input logic sub,  
    output logic[n-1:0] sum,
    output logic cout
);
logic [n:0] c;
logic [n-1:0] b_sub;
assign c[0] = sub;
assign b_sub = sub ? ~b : b;
genvar i;
generate
    for (i = 0; i < n; i = i +1) begin : fa_loop
        full_adder fa(
            .a(a[i]),
            .b(b_sub[i]),
            .cin(c[i]),
            .cout(c[i+1]),
            .sum(sum[i])
        );
    end
endgenerate
assign cout = c[n];
endmodule
`timescale 1ns/1ps
module full_adder(
    input logic a,b,cin,
    output logic cout,sum
);
logic g, p;
always_comb
    begin
        p = a ^ b;
        g = a & b;
        sum = p ^ cin;  
        cout = g|(p & cin);  
    end
endmodule
### design/flow/run.sh
#!/bin/bash
# OpenROAD 26Q1-2900-gdf79404cd8, Yosys 0.63+post, stock flow scripts
make -C /OpenROAD-flow-scripts/flow DESIGN_CONFIG=/design/flow/config.mk WORK_HOME=/design/flow/orfs finish
### design/flow/constraint.sdc
current_design adder_subtractor

set clk_period 2.9
set clk_io_pct 0.2

create_clock -name clk0 -period $clk_period

set non_clock_inputs [all_inputs -no_clocks]
set_input_delay [expr $clk_period * $clk_io_pct] -clock clk0 $non_clock_inputs
set_output_delay [expr $clk_period * $clk_io_pct] -clock clk0 [all_outputs]
==> results.tsv <==
stage	metric	value	unit
global_routing	initial antenna violation count	0	
cells_and_area	design area	329	sq um
sta	final worst path period need	2.85	ns
route	Avg WL per Cell	6.89	microns
setup_path	crit path max fanout	2	
yosys	yosys warns	1	
route	number of diodes	0	
floorplan	Die W	80	microns
floorplan	die height	80	microns
floorplan	Core ar.	0.00342	sq mm
route	iteration count of the initial detailed-routing pass	1	
route	WL final	517	microns
yosys	Avg Cell Area, Syn	9.05	sq um
cells_and_area	synthesis-to-finish area growth	114	%
placed_design	Post-Place Cell Area	337	sq um
yosys	Cell Area, Synth	154	sq um
cells_and_area	Flop Count	0	
route	antenna-violating nets left	0	
placed_design	RD Place Congestion	0.691	
route	DR DRC count	0	
sta	final slew viol count	0	
setup_path	Arr. time, crit path	2.27	ns
flow_run	Max-Cap Viols	0	
global_routing	first-pass GRT wire length	745	microns
cells_and_area	final core occ	9.63	%
setup_path	startpoint types	primary input	
power_and_ir_drop	PwrDens	179	mW/mm^2
floorplan	Chip Area	0.00640	sq mm
min_path	hold path cells	3	
floorplan	Ports	14	
sta	Tcrit/Tclk final	98.4	%
placed_design	PortBufs	14	
global_routing	GRT overflow	0	
outcome	outcome	completed	
sta	Achievable Freq	350	MHz
cells_and_area	most frequent cells in the layout	6 x clkdlybuf4s50_1, 4 x inv_1, 4 x dlygate4sd2_1	
route	DR vias/cell	1.80	
floorplan	fp_density	4.51	%
cells_and_area	clk_buf instances	0	
cells_and_area	layout cells sized above 1	31.0	%
global_routing	vias in the first global route	150	
setup_path	Req. time, crit path	2.32	ns
cells_and_area	Commonest Layout Cell	clkdlybuf4s50_1	
yosys	Cell Type Count	6	
setup_path	Crit Path Class	in2out	
setup_path	CP endpoint kind	output port	
placed_design	DP Cell Count	75	
cells_and_area	register area	0	sq um
floorplan	site row count	21	
min_path	hold wc startpoint	a[0]	
sta	RSZ-0062 raised after global routing	no	
min_path	Hold Path Class	in2out	
yosys	sequential share of the synthesized area	0	%
route	DR vias	135	
yosys	# Cells Yosys	17	
cells_and_area	number of fill cells	408	
sta	Fin. Hold Viols	0	
clock_tree	post-CTS setup buffers	0	
flow_run	Log Warnings	32	
sta	Worst-Margin Slew	0.208	ns
global_routing	largest net degree at the start of global routing	4	
sta	final setup violation count	0	
clock_tree	Hold Buf Count CTS	0	
cells_and_area	Comb area	118	sq um
power_and_ir_drop	Leak	0.141	nW
route	initial DRC count	0	
cells_and_area	Post-Layout Cell Count	75	
yosys	cells after synthesis	17	
min_path	WHS Endpoint	sum[0]	
power_and_ir_drop	maximum VDD drop	0.0590	mV
sta	Rel. slew slack	86.0	%
yosys	Chip Area, Yosys	154	sq um
global_routing	GRT Util Overall	1.53	%
==> synth_stat cells, drive strengths merged <==
master,instances,area [sq um]
inv,5,18.8
buf,4,30.0
xnor2,2,17.5
fa,3,60.1
mux2i,1,10.0
xor2,2,17.5
==> critical path, stage by stage <==
cell	delay [ns]
clkdlybuf4s15_1	0.20
mux2i_1	0.14
fa_2	0.36
fa_2	0.39
inv_2	0.06
fa_1	0.40
buf_2	0.14
==> metal layers <==
layer / share of wire [%] / wire [microns] / GRT usage (%) / vias to the layer above
met2: 20 / 105 / 1.04 / 13
li1: - / - / - / 68
met3: 19 / 97 / 1.14 / 0
met4: 0 / 0 / 0 / 0
met1: 61 / 314 / 2.86 / 54
met5: 0 / 0 / 0 / -
==> area by class of cell <==
class	count	share of cell area [%]
repair buffers	16	41.1
multi-input cells	8	35.7
well taps	46	17.5
inverters	5	5.70
==> where the power goes <==
group / switching [mW] / internal, mW
sequential: 0 / 0
clock: 0 / 0
combinational: 0.0216 / 0.0373
==> worst max path at each step <==
stage	startpoint	endpoint	slack, ns	cells after the start
4_1_cts	b[1]	sum[3]	0.01	7
5_1_grt	b[0]	sum[3]	0.01	7
6_report	b[0]	sum[3]	0.05	7
==> through the flow <==
stage	setup slack [ns]	hold WS, ns	power [mW]	setup TNS (ns)
floorplan	0.272	1.27	0.0315	0
global placement	-0.638	2.14	0.0667	-1.35
detailed placement	-0.671	2.14	0.0679	-1.43
CTS	0.0135	1.87	0.0608	0
global route	0.0130	1.88	0.0658	0
finish	0.0457	1.86	0.0589	0
==> kinds of logic after synthesis <==
kind of cell               share of synthesized area [%]
adders and majority gates                           39.0
muxes                                               6.50
buffers and inverters                               31.7
xor gates and xnor gates                            22.8
==> timing repair <==
action | in CTS | in global routing
endpoints found under the setup margin | 3 | 1
pin swaps | 2 | 4
resized | 17 | 4
Power and IR drop assume default switching activity.
