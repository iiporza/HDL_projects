**config.mk**
```make
export PLATFORM = sky130hd
export DESIGN_NAME = top
export DESIGN_NICKNAME = top
export VERILOG_FILES = /design/flow/design.v
export SDC_FILE = /design/flow/constraint.sdc
export NUM_CORES = 4
export LEC_CHECK = 1
export CORE_UTILIZATION = 50
```
**constraint.sdc**
```tcl
current_design top

set clk_period 5.0
set clk_io_pct 0.2

create_clock -name clk0 -period $clk_period [get_ports {clk}]

set non_clock_inputs [all_inputs -no_clocks]
set_input_delay [expr $clk_period * $clk_io_pct] -clock clk0 $non_clock_inputs
set_output_delay [expr $clk_period * $clk_io_pct] -clock clk0 [all_outputs]
```
**design.v**
```verilog
`timescale 1ns / 1ps
module top(
    x_0,
    x_1,
    delta_0,
    delta_1,
    start,
    done,
    clk,
    rst
    );
parameter m = 2;
parameter n = 2;
parameter bl = 10;
parameter signed dG_equivalent = 25;
input unsigned [7:0] x_0, x_1, delta_0, delta_1;
input start;
input clk;
input rst;
output reg done; 
reg signed [8:0] x_t_0, x_t_1, delta_t_0, delta_t_1;
reg signed [8:0] x_t_0_next, x_t_1_next, delta_t_0_next, delta_t_1_next;
reg [m-1:0] mem_x [bl-1:0];
reg [n-1:0] mem_delta [bl-1:0];
reg [m-1:0] mem_x_next [bl-1:0];
reg [n-1:0] mem_delta_next [bl-1:0];
reg [$clog2(bl)-1:0] row_address, row_address_next; 
typedef enum logic [3:0] {IDLE, START, MEM_LOAD, RELU_x, RELU_delta, x_DECISION, delta_DECISION, DONE} ss_fsm;
ss_fsm state, state_next;
always_ff @(posedge clk) begin
    if (rst) begin
        state <= IDLE;
    end else begin
        state <= state_next;
    end    
end 
always_ff @(posedge clk) begin
    if (rst) begin
        for (int i = 0; i<bl; i++) begin
            mem_x[i] <= '0;
            mem_delta[i] <= '0;
        end
        x_t_0       <= '0;
        x_t_1       <= '0;
        delta_t_0   <= '0;
        delta_t_1   <= '0;
        row_address <= '0;
    end else begin
        for (int i = 0; i<bl; i++) begin
            mem_x[i] <= mem_x_next[i];
            mem_delta[i] <= mem_delta_next[i];
        end
        x_t_0       <= x_t_0_next;
        x_t_1       <=  x_t_1_next;
        delta_t_0   <= delta_t_0_next;
        delta_t_1   <= delta_t_1_next;
        row_address <= row_address_next;
    end    
end
always_comb begin
    for (int i = 0; i<bl; i++) begin
            mem_x_next[i] =  mem_x[i];
            mem_delta_next[i] =  mem_delta[i];
    end
    state_next = state;
    done = 1'b0;
    x_t_0_next=x_t_0;
    x_t_1_next=x_t_1;
    delta_t_0_next=delta_t_0;
    delta_t_1_next= delta_t_1;
    row_address_next = row_address;
    case (state) 
        IDLE : begin
            if (start) begin
                state_next = START;
            end
            row_address_next = '0;
        end
        START : begin
            x_t_0_next = $signed({1'b0,x_0});
            x_t_1_next=$signed({1'b0, x_1});
            delta_t_0_next=$signed({1'b0, delta_0});
            delta_t_1_next= $signed({1'b0, delta_1});
            state_next = MEM_LOAD;
        end
        MEM_LOAD : begin
            if (x_t_0 > 0) begin
                mem_x_next[row_address][0] = 1'b1;
            end else begin
                mem_x_next[row_address][0] = 1'b0;
            end
            if (x_t_1 > 0) begin
                mem_x_next[row_address][1] = 1'b1;
            end else begin
                mem_x_next[row_address][1] = 1'b0;
            end
            if (delta_t_0 > 0) begin
                mem_delta_next[row_address][0] = 1'b1;
            end else begin
                mem_delta_next[row_address][0] = 1'b0;
            end
            if (delta_t_1 > 0) begin
                mem_delta_next[row_address][1] = 1'b1;
            end else begin
                mem_delta_next[row_address][1] = 1'b0;
            end
            state_next = RELU_x;
        end
        RELU_x : begin
               if( (x_t_0 - dG_equivalent) > 0) begin
                    x_t_0_next = x_t_0-dG_equivalent;
               end else begin
                    x_t_0_next = '0;
               end
               if( (x_t_1 - dG_equivalent) > 0) begin
                    x_t_1_next = x_t_1-dG_equivalent;
               end else begin
                    x_t_1_next = '0;
               end
               state_next = x_DECISION;
        end
        x_DECISION : begin
            if ((x_t_0 == 0) && (x_t_1 == 0)) begin
                state_next = RELU_delta;
            end else begin
                state_next = delta_DECISION;
            end
        end
        RELU_delta : begin 
             x_t_0_next = $signed({1'b0,x_0});
             x_t_1_next=$signed({1'b0, x_1});
             if( (delta_t_0 - dG_equivalent) > 0) begin
                    delta_t_0_next = delta_t_0-dG_equivalent;
              end else begin
                    delta_t_0_next = '0;
              end
              if( (delta_t_1 - dG_equivalent) > 0) begin
                    delta_t_1_next = delta_t_1-dG_equivalent;
              end else begin
                    delta_t_1_next = '0;
              end
               state_next = delta_DECISION;
        end
        delta_DECISION : begin
            if ((delta_t_0 == 0) && (delta_t_1 == 0)) begin
                state_next = DONE;
            end else begin
                if ((row_address + 1 ) == bl) begin 
                    state_next = DONE;
                end else begin
                    row_address_next = row_address + 1;
                    state_next = MEM_LOAD;
                end
            end
        end
        DONE : begin
            done = 1'b1;
            state_next = IDLE;
        end
        default : begin
        end
    endcase
end
endmodule
```
**run.sh**
```bash
#!/bin/bash
# OpenROAD 26Q1-2900-gdf79404cd8, Yosys 0.63+post, stock flow scripts
make -C /OpenROAD-flow-scripts/flow DESIGN_CONFIG=/design/flow/config.mk WORK_HOME=/design/flow/orfs finish
```
==> reports/metrics.cfg <==
[cts]
hold_buffers = 0
htree_levels = 2
clock_latency_ns = 0.30
clockBufferDepth = 2
cts.sinks = 48
cts_setup_buffers = 0
numCtsBuffers = 5
cts_resized = 0
tritoncts = done
clkTransAtPathRegs_ns = 0.09
root_buffer = clkbuf_8

[floorplanning]
io_pins = 36
dieArea_sq_um = 6650
rows = 28
initCoreUtil_pct = 52.5
fp.dieW_um = 81.5
core_sq_um = 6030
die_h_um = 81.5

[synth]
ys_seq_share_pct = 30.4
synth_flops = 48
ys_cells = 407
yosys-stat-area_sq_um = 3160
top_cell = dfxtp_1
synth_cell_types = 63
avgSynthCellArea_sq_um = 7.77
synthArstFlopShare_pct = 0
edf_count = 0
flop_cell = dfxtp_1
syn_inst = 407
yosys_warnings = 5
yosysTopAreaCellShare_pct = 30.4
netlist_area_sq_um = 3160
synth_area_leader_cell = dfxtp_1
yosys-top-cells-count = dfxtp_1 (48), nor2_1 (38), a21oi_1 (27)
topCellsByArea = dfxtp_1 (30%), nor2_1 (4.5%), a21oi_1 (4.3%), ha_1 (4.0%), nor3_1 (3.2%)

[critical_path]
cp_top_family = flip-flops
path_buffers = 1
cp_cell_sequence = or2_1 -> buf_4 -> nor2_1 -> a2111oi_0 -> a31oi_1 -> o21ai_1
critPathMaxStageDelay_ns = 0.74
worstSetupPathType = reg2reg
path_max_fanout = 21
end_kind = register
required_ns = 5.23
start_kind = register
arrival_ns = 2.71
slowest_stage = dfxtp_1

[detailed_routing]
antenna-diode-count = 0
drt_iter0_drc = 85
remaining_drc_errors = 0
wl_per_cell_um = 14.5
wirelength_um = 7190
drt-vias-per-instance = 5.99
drt_pass1_iterations = 4
drtAntennaViolNets = 0
dr_total_vias = 2964

[placement]
dpl_cell_area_sq_um = 3470
gp_congestion = 0.856
port-buffer-count = 35
post-dp-hpwl_um = 4810
dp_slack_ns = 2.49

[sta]
timing.fmax_mhz = 404
period_minus_slack_ns = 2.48
setup_ws_ns = 2.52
fin_skew_ns = 0.00853
rsz0062_at_grt = no
slew_headroom_pct = 51.7
hold_viol = 0
setup_viol = 0
tns_ns = 0
fin_crit_sh_pct = 49.5
slew_viol_final = 0
worstMarginPinSlew_ns = 0.723

[global_route]
track_usage_pct = 23.5
antenna_found_initial = 0
overflow = 0
grt_max_degree = 56
grt_pass1_vias = 2602
grt_first_pass_wirelength_um = 12100

[layout]
fillers = 554
synthToLayoutAreaGrowth_pct = 12.8
fin_area_sq_um = 3570
drive_gt1_share_pct = 5.00
fin_util_pct = 59.2

[status]
status = complete, no violations

[power_and_ir_drop]
vdd.ir_drop.worst_mv = 0.198
power_density_nw_per_um2 = 231
p_leak_nw = 1.27

[run]
cap_violations = 0
tool_warnings = 32

[worst_hold_path]
hp-class = reg2reg

## worst register-to-register path, cell delays in order (launching register included)
cell and delay (ns):
dfxtp_1 0.74, or2_1 0.64, buf_4 0.39, nor2_1 0.09
a2111oi_0 0.39, a31oi_1 0.07, o21ai_1 0.09
## layout make-up
type	count	area, sq um	area share (%)
Inverter	22	82.6	2.31
Timing Repair Buffer	38	368	10.3
Clock inverter	2	10.0	0.281
Multi-Input combinational cell	304	1970	55.2
Tap cell	75	93.8	2.63
Clock buffer	6	82.6	2.31
Sequential cell	48	961	26.9
## per-layer routing
layer / share of wire, % / GRT usage (%)
met1: 55 / 39.2
met2: 41 / 34.3
met3: 3.5 / 2.59
met5: 0 / 0
met4: 0.38 / 1.96
## kinds of logic after synthesis
kind of cell    after synthesis  share of synthesized area, %
flops                        48                          30.4
fa+ha+maj                    10                          3.96
mux                           7                          2.22
compound gates              121                          26.5
xor+xnor                      8                          2.22
buf+inv                      55                          7.36
simple gates                158                          27.4
## sequential cells by signal, indices dropped and copies added (netlist names)
name,cells
delta_t_1,9
delta_t_0,9
row_address,4
x_t_0,9
state,8
x_t_1,9
## through the flow
step	hold WS [ns]	cells	total power [mW]
3_3_place_gp	0.420	487	0.591
6_report	0.450	495	0.824
4_1_cts	0.453	495	0.835
3_5_place_dp	0.425	487	0.591
5_1_grt	0.456	495	0.870
2_1_floorplan	0.393	407	0.539
## final timing paths
| kind | start | to | slack, ns | depth (start not counted) |
|---|---|---|---|---|
| worst max-delay path | state[4]$_DFF_P_ | delta_t_1[1]$_SDFFE_PP0N_ | 2.52 | 6 |
| worst min-delay path | state[7]$_DFF_P_ | state[0]$_DFF_P_ | 0.45 | 2 |
| worst max register to register | state[4]$_DFF_P_ | delta_t_1[1]$_SDFFE_PP0N_ | 2.52 | 6 |
| worst min register to register | state[7]$_DFF_P_ | state[0]$_DFF_P_ | 0.45 | 2 |
## cells in the final DEF, fill, tap and decap left out, types with 8 or more instances in the layout
master	n
a31oi_1	12
inv_1	22
a21oi_1	27
nand3_1	11
or3_1	9
nor3_1	20
dfxtp_1	48
nand2_1	25
nor2b_1	9
nand2b_1	8
nor3b_1	13
nor2_1	38
o21ai_0	16
clkdlybuf4s50_1	34
ha_1	10
## where the power goes
group / switching, mW / total [mW] / internal, mW / leakage [nW]
Combinational: 0.0802 / 0.158 / 0.0782 / 0.827
Clock: 0.130 / 0.240 / 0.111 / 0.0510
Sequential: 0.0280 / 0.425 / 0.397 / 0.391
Power is estimated from default activity; no workload was simulated.
